===== flow/config.mk =====
export PLATFORM = sky130hd
export DESIGN_NAME = da_ctrl
export DESIGN_NICKNAME = da_ctrl
export VERILOG_FILES = /design/flow/design.v
export SDC_FILE = /design/flow/constraint.sdc
export NUM_CORES = 4
export LEC_CHECK = 1
export CORE_AREA = 10 10 70 70
export DIE_AREA = 0 0 80 80

===== flow/run.sh =====
#!/bin/bash
# OpenROAD 26Q1-2900-gdf79404cd8, Yosys 0.63+post, stock flow scripts
make -C /OpenROAD-flow-scripts/flow DESIGN_CONFIG=/design/flow/config.mk WORK_HOME=/design/flow/orfs finish

===== flow/constraint.sdc =====
current_design da_ctrl

set clk_period 1.0
set clk_io_pct 0.2

create_clock -name clk0 -period $clk_period

set non_clock_inputs [all_inputs -no_clocks]
set_input_delay [expr $clk_period * $clk_io_pct] -clock clk0 $non_clock_inputs
set_output_delay [expr $clk_period * $clk_io_pct] -clock clk0 [all_outputs]

===== flow/design.v =====
`timescale 1ns / 1ps
module da_ctrl
(
    input en,
    input [13:0] din,
    output dac_wrt,
    output dac_clk,
    output [13:0] dac_data
);
    wire wrt_phase_delay;
    wire clk_phase_delay;
    assign dac_wrt = en ? wrt_phase_delay : 0;
    assign dac_clk = en ? clk_phase_delay : 0;
    assign dac_data = en ? din : 0;
endmodule

==> results.txt <==
Quick summary of the implementation run below.

The library cells used most frequently in the layout, excluding fill and tap cells, are 14 x sky130_fd_sc_hd__dlygate4sd2_1, 10 x sky130_fd_sc_hd__and2_4, 7 x sky130_fd_sc_hd__clkdlybuf4s15_1, 7 x sky130_fd_sc_hd__buf_2, 5 x sky130_fd_sc_hd__buf_6. In the final layout, the share of cells above drive strength 1 is approximately 45%. The count of final setup violators came out at 0. Looking at the critical path, the highest net fanout was 5. For this design the top-level I/O count stands at 31. The share of the core area taken by cells at floorplan is 3.81%. The remaining number of nets flagged by the antenna check after routing came out at 0.

The pin count of the biggest net entering global routing is 6. The period utilization is between 90% and 100%. The multiplexer area fraction after synthesis came out at 0%. In the final timing run, aggregate negative setup slack is 0 ns. The synthesized netlist cell count came out at 18. The parity-gate share of the synthesized area counting xor and xnor cells came out at 0%. The total congestion overflow came out at 0. The post-placement cell count came out at just over 90.

The worst setup margin is about 0.029 ns. The number of buffers added on ports is 29. Global routing consumed, over all layers together, between 2 and 2.5% of the routing resources. The path category of the worst min-delay check is in -> out. The startpoint identified for the worst hold timing path is din[9].

The number of maximum-capacitance violations came out at 0. The synthesized-area fraction occupied by ao, oa, aoi and oai cells came out at 0%. The highest metal layer used by the detailed router is met3. The worst setup slack before clock tree synthesis is -0.663 ns. According to the report, the first pass of detailed routing completed in 2 iterations. Post-synthesis, Yosys gives the total cell area as roughly 130 um2. The height of the die is approximately 80 um. The number of sequential storage elements came out at 0. In this run, the number of DRC markers left after iteration 0 of detailed routing was 1.

The number of instances on the worst hold path is 3. After synthesis, the largest family of logic cells by area is simple AND/OR/NAND/NOR gates. The total wire length is between 800 and 900 um.

A synthesized cell averages slightly above 7 um2. Power spread over the standard cell area amounts to 285 nW/um2. The quantity of hold-fixing buffers added after cts is 0. Between the synthesized netlist and the finished layout, the area growth was recorded as 255%. The number of cells in the yosys synthesis report came out at 18. The first-pass GRT wire length came out at ~1200 um. The register area is 0 um2. The run finished with clean final reports.

The antenna diode count is 0. The number of cells in the finished layout apart from fillers is between 90 and 100. The initial antenna violation count came out at 0. The count of yosys warnings during synthesis came out at 2.

The leading area contributor after synthesis is sky130_fd_sc_hd__and2_2. The script extracted a total leakage power of roughly 0.23 nW. STA classifies the critical path endpoint as an output port.

The via count of the routed design came out at about 210. The final weighted congestion in routability-driven placement is around 0.66. For this run, the detailed router reports a per-instance via density of about 2.2. The floorplan row count came out at 21.

In this run the full chip footprint comes out at roughly 6400 um2. The simple-gate share of the synthesized area came out at about three quarters. The worst path required time is ~0.8 ns. The critical path start-end classification is in -> out. The detailed-placement wirelength estimate is just over 700 um. OpenSTA lists the critical path startpoint as en.

The count of unique library cells instantiated by Yosys came out at 5. Per the cell usage report, the commonest logic cell in the layout is sky130_fd_sc_hd__dlygate4sd2_1. After detailed routing, the average wire length per cell comes to approximately 9 um. The total core area came out at 3420 um2. The worst endpoint data arrival time is around 0.77 ns. The number of clock buffers in the layout came out at 0. The met1 wire length came out at about 330 um. The peak ir drop on the vdd network came out at a little over 0.1 mV.

Setup repair after global routing left no endpoint under its margin. In this build the clock could be raised as far as 1030 MHz. The share of synthesized cell area in full adder, half adder and majority cells is 0%. The cell area that synthesis handed to floorplanning was between 100 and 150 um2. The end point of the most critical hold path is dac_data[9]. The hold violation total from the final report is 0. The met3 routed wirelength is 105 um. Ranked by total cell area, the synthesized netlist is headed by sky130_fd_sc_hd__and2_2 58%, sky130_fd_sc_hd__and2_1 19%, sky130_fd_sc_hd__buf_4 12%. After detailed routing, the met2 layer carries slightly above 400 um of wire. For reference, the final report shows the max-slew violation count at 0. The via count of the first global-routing pass came out at 238. The detailed-route DRC error count is 0.

The fraction of post-synthesis cell area in the top cell type by area is a little under 60%. Across all stage logs, warnings added up to 32. The proportion of synthesized chip area in sequential cells is 0%. The horizontal die dimension came out at 80 um. Counting I/O delays and the setup requirement, the final critical path takes slightly below 1 ns. STA classifies the critical path startpoint as an input pin.
[per-layer routing]
metal / up-vias / global-route usage, %
met5: - / 0
met1: 88 / 2.64
met2: 15 / 4.17
li1: 110 / -
met4: 0 / 0
met3: 0 / 0.909
[through the flow]
stage               utilization (%)  instance area (um2)  hold WS, ns  power [W]
floorplan                         -                  134        0.477  0.0000297
global route                   13.5                  462        0.791   0.000144
finish                         13.5                  462        0.771   0.000131
detailed placement             13.8                  470         1.35   0.000147
CTS                            13.5                  460        0.782   0.000136
global placement               13.8                  470         1.35   0.000146
[power breakdown]
part / switching (W) / total, W / internal [W]
Combinational: 0.0000298 / 0.000131 / 0.000102
Clock: 0 / 0 / 0
Sequential: 0 / 0 / 0
Total: 0.0000298 / 0.000131 / 0.000102
[cells in the mapped netlist]
cell / number
sky130_fd_sc_hd__and2_1: 4
sky130_fd_sc_hd__and2_2: 10
sky130_fd_sc_hd__buf_4: 2
sky130_fd_sc_hd__buf_6: 1
sky130_fd_sc_hd__conb_1: 1
[layout make-up]
class	instances	area [um2]
well taps	46	57.6
repair buffers	33	284
multi-input cells	16	120
fillers	404	2950
[critical path, stage by stage]
cell and delay (ns):
sky130_fd_sc_hd__buf_6 0.10, sky130_fd_sc_hd__buf_6 0.12, sky130_fd_sc_hd__and2_4 0.12, sky130_fd_sc_hd__dlygate4sd2_1 0.23
[worst max path at each step]
stage | slack (ns) | endpoint
global route | 0.01 | dac_data[6]
CTS | 0.001 | dac_data[6]
finish | 0.03 | dac_data[6]
[timing repair]
| action | CTS | global route |
|---|---|---|
| pin swaps | 3 | 0 |
| gates cloned | 1 | 0 |
| gates resized | 69 | 1 |
| buffers inserted | 1 | 0 |
| endpoints found under the setup margin | 14 | 1 |
[cells by family (layout without fill, tap and decap cells)]
group	after synthesis	in the layout
AND/OR/NAND/NOR	14	14
buffers and inverters	3	33
other	1	2
Power and IR drop assume default switching activity.
