==> /design/flow/design.v <==
`timescale 1ns / 1ps
module pwr_rst
#(
	parameter [31 : 0] MAIN_CLOCK_PERIOD = 7,
	parameter [31 : 0] PWR_RST_DELAY = 100000000
)
(
	input clk,
	output rst
);
	localparam [31 : 0] DELAY_CLCOK_NUM = PWR_RST_DELAY / MAIN_CLOCK_PERIOD;
	reg [31 : 0] delay_clock_count = 0;
	reg rst_reg = 0;
	assign rst = rst_reg;
	always @ (posedge clk) begin
		if(delay_clock_count < DELAY_CLCOK_NUM) begin
			delay_clock_count <= delay_clock_count + 1;
			rst_reg <= 0;
		end
		else rst_reg <= 1;
	end
endmodule
==> /design/flow/run.sh <==
#!/bin/bash
# OpenROAD 26Q1-2900-gdf79404cd8, Yosys 0.63+post, stock flow scripts
make -C /OpenROAD-flow-scripts/flow DESIGN_CONFIG=/design/flow/config.mk WORK_HOME=/design/flow/orfs finish
==> /design/flow/config.mk <==
export PLATFORM = sky130hd
export DESIGN_NAME = pwr_rst
export DESIGN_NICKNAME = pwr_rst
export VERILOG_FILES = /design/flow/design.v
export SDC_FILE = /design/flow/constraint.sdc
export NUM_CORES = 4
export LEC_CHECK = 1
export CORE_UTILIZATION = 30
==> /design/flow/constraint.sdc <==
current_design pwr_rst

set clk_period 4.2
set clk_io_pct 0.2

create_clock -name clk0 -period $clk_period [get_ports {clk}]

set non_clock_inputs [all_inputs -no_clocks]
set_input_delay [expr $clk_period * $clk_io_pct] -clock clk0 $non_clock_inputs
set_output_delay [expr $clk_period * $clk_io_pct] -clock clk0 [all_outputs]
==> qor.csv <==
metric;value;unit
status;finished clean;
drc_errors;0;
clkTransAtPathRegs;0.07;ns
h-tree-depth;2;
die_w;77.1;um
skew;0.00787;ns
synth_area_per_cell;13.0;um2
cp.arrival;2.33;ns
critPathSlowestCell;and4_2;
cp_max_fo;32;
syn_area;1690;um2
gp_congestion;0.774;
final-setup-viol-count;0;
dieArea;5950;um2
ant_nets;0;
yosys-top-cells-area;edfxtp_1, xnor2_1, nand3_1;
warnings;25;
finalSetupTns;0;ns
placementRows;26;
top_area_frac;0.567;
period_minus_slack;2.43;ns
yosysWarnings;1;
vias;1015;
required;4.11;ns
layout_setup_ws;1.77;ns
hold_path_class;flop to flop;
drt_wl_total;2690;um
wire_per_inst;13.0;um
fp-utilization;0.321;
grt_pass1_wl;4690;um
area_growth;9.45;%
tightest_slew;0.827;ns
firstDrtPassIters;4;
pwr-share-comb;0;
end_kind;flop;
fin_crit_sh;0.577;
startpoint_type;flop;
coreArea;5270;um2
drtIter0Drc;49;
clkSinkCount;33;
post_cts_resized;0;
port_buffers;1;
clock_latency;0.28;ns
ys_cells;130;
p_leak;0.611;nW
chipHeight;77.1;um
seq_power_share;0.619;
mostFrequentLayoutCells;edfxtp_1, xnor2_1, nand3_1;
netlist_instances;130;
max_freq;412;MHz
viasPerCell;4.90;
grtUsageTotal;0.103;
yosysTopAreaCell;edfxtp_1;
clockBufferDepth;2;
hold_viol;0;
layout_top_cell;edfxtp_1;
ys_area;1690;um2
intPower;466;uW
io_pins;2;
grt_max_degree;33;
largest_reg_flops;32;
grt_overflow;0;
drv_slew;0;
ctsRootBufferMaster;clkbuf_8;
synth_cell_type_count;28;
slew_headroom;0.445;
cts_hold_buf;0;
post_cts_buffers;0;
power_switching;107;uW
num_antenna_cells;0;
cts-buffers-inserted;5;
drv_cap;0;
path_cells;o31ai_1 > a2111oi_0 > o41ai_1 > and4_2;
ys_ff;33;
slowest_delay;0.79;ns
peakVddDrop;0.000112;V
tritoncts;built;
layout-drive-gt1-share;0.102;
clock_power_share;0.381;
rsz0062_at_grt;false;
swShare;0.187;
powerDensity;309;nW/um2
worstSetupPathType;flop to flop;
grt_pass1_vias;989;
ys_seq_share;0.579;
antenna_found_initial;0;
dp_hpwl;1800;um
post-place-ws;1.76;ns
[cell families after synthesis]
kind of cell / Yosys count / share of synthesized area
flip-flops: 33 / 0.579
AND/OR/NAND/NOR: 57 / 0.219
adder cells (fa/ha/maj): 1 / 0.00738
buffers and inverters: 6 / 0.0199
AND-OR/OR-AND: 3 / 0.0148
XOR/XNOR: 30 / 0.160
[metrics by stage]
stage               power (mW)  std cells   util  hold slack (ns)  cell area, um2
floorplan                0.362        130      -            0.486            1690
finish                   0.574        207  0.352            0.577            1850
global placement         0.362        199  0.336            0.566            1770
global route             0.596        207  0.352            0.625            1850
detailed placement       0.362        199  0.336            0.560            1770
CTS                      0.582        207  0.352            0.577            1850
[final timing paths]
check | startpoint | endpoint | slack, ns | depth (start not counted)
max | delay_clock_count[2] | delay_clock_count[13] | 1.77 | 4
min reg2reg | delay_clock_count[31] | rst_reg | 0.58 | 2
max reg2reg | delay_clock_count[2] | delay_clock_count[13] | 1.77 | 4
min | delay_clock_count[31] | rst_reg | 0.58 | 2
[layout make-up]
class / instances / area [um2]
clock buffers: 5 / 68.8
multi-input cells: 91 / 679
well taps: 70 / 87.6
repair buffers: 1 / 10.0
flip-flops and latches: 33 / 981
fillers: 507 / 3420
inverters: 4 / 15.0
clock inverters: 3 / 12.5
[per-layer routing]
metal / track usage / part of all wire / vias to the layer above
met5: 0 / 0 / -
met4: 0.0226 / 0.018 / 0
met3: 0.0326 / 0.052 / 4
met2: 0.146 / 0.43 / 25
met1: 0.160 / 0.50 / 478
li1: - / - / 508
[critical path, delay by kind of cell (launching register included)]
family          cells  cell delay, ns
compound gates      3            0.79
simple gates        1            0.79
flops               1            0.47
[synthesized netlist by cell type]
cell and n:
a2111oi_0 1, and3_1 4, and3_2 1, and4_1 5, and4_2 1, and4b_1 1, buf_4 1, buf_6 1
dfxtp_1 1, edfxtp_1 32, ha_1 1, inv_1 4, nand2_1 7, nand3_1 14, nand3_2 1, nand4_1 9
nand4_2 1, nand4_4 1, nor2_1 5, nor3_1 2, nor3_2 1, nor4_1 3, nor4_4 1, o31ai_1 1
o41ai_1 1, xnor2_1 24, xnor2_2 1, xor2_1 5
[power groups by stage]
stage                 registers (mW)  clock network (mW)   logic (mW)
after global routing           0.355               0.241  0.000000188
final                          0.355               0.219  0.000000188
after CTS                      0.355               0.227  0.000000188
No activity file was given, so power comes from the tool's default toggle rates.
