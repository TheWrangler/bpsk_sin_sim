File: ./config.mk
export PLATFORM = sky130hd
export DESIGN_NAME = Pulse3MGen
export DESIGN_NICKNAME = Pulse3MGen
export VERILOG_FILES = /design/flow/design.v
export SDC_FILE = /design/flow/constraint.sdc
export NUM_CORES = 4
export LEC_CHECK = 1
export CORE_AREA = 10 10 101 101
export DIE_AREA = 0 0 111 111
File: ./constraint.sdc
current_design Pulse3MGen

set clk_period 2.9
set clk_io_pct 0.2

create_clock -name clk0 -period $clk_period [get_ports {clk}]

set non_clock_inputs [all_inputs -no_clocks]
set_input_delay [expr $clk_period * $clk_io_pct] -clock clk0 $non_clock_inputs
set_output_delay [expr $clk_period * $clk_io_pct] -clock clk0 [all_outputs]
File: ./design.v
`timescale 1ns / 1ps
module Pulse3MGen
(
	input clk,
	input rst,
	input [7:0] pn,
	output pulse
);
	wire [7:0] pn_shift;
	wire [7:0] pn_adapt;
	wire [7:0] pn_comp;
	assign pn_shift = (pn >> 3);
	assign pn_adapt = (pn_shift > 29) ? (pn_shift - 29) : pn_shift;
	assign pn_comp = (pn_adapt == 0) ? 1 : pn_adapt;
	reg [7:0] positive_num = 0;
	reg [7:0] positive_count = 0;
	reg [3:0] state_cur = 0;
	reg pulse_reg = 0;
	assign pulse = pulse_reg;
	always @ (posedge clk) begin
		if(!rst) begin
			pulse_reg <= 0;
			positive_num <= 8'd15;
			positive_count <= 0;
			state_cur <= 0;
		end
		else begin
			case (state_cur) 
				0 : begin
					pulse_reg <= 1;
					positive_num <= pn_comp;
					state_cur <= 1;
				end
				1 : begin
					if(positive_count >= positive_num - 1) begin
						positive_count <= positive_count + 1;
						pulse_reg <= 0;
						state_cur <= 2;
					end
					else positive_count <= positive_count + 1;
				end
				2 : begin
					if(positive_count >= 29) begin
						positive_count <= 1;
						pulse_reg <= 1;
						state_cur <= 0;
					end
					else positive_count <= positive_count + 1;
				end
			endcase
		end	
	end
endmodule
File: ./run.sh
#!/bin/bash
# OpenROAD 26Q1-2900-gdf79404cd8, Yosys 0.63+post, stock flow scripts
make -C /OpenROAD-flow-scripts/flow DESIGN_CONFIG=/design/flow/config.mk WORK_HOME=/design/flow/orfs finish
==> qor.json <==
{
  "synth-compound-area-share": 0.1269,
  "drv_slew": 0,
  "worst-r2r-cell-count": 8,
  "via_count_of_the_first_global_routing_pass": 847,
  "drtIter0Drc": 32,
  "final.setup.tns_ps": 0,
  "final_design_area_no_fill_um2": 1389,
  "largest_register": "positive_count",
  "clock_tree_buf_depth": 2,
  "hold_path_startpoint": "pulse_reg$_SDFFE_PN0P_",
  "warning_count": 34,
  "grt_start_max_net_pins": 15,
  "post_synth_inst_count": 134,
  "final.hold.worst_slack_ps": 462.9,
  "io_pins": 11,
  "arrival_ps": 2750,
  "reg2reg_setup_slack_ps": 340,
  "synth-area-yosys_um2": 1144,
  "clkTransAtPathRegs_ps": 70,
  "synth-seq-area-share": 0.2976,
  "detail_route.wirelength_mm": 2.094,
  "lay_top_count": "ha_1",
  "detailroute.via_count": 858,
  "cts.sinks": 17,
  "final_min_period_over_clock_period": 0.8841,
  "detail-route-antenna-nets": 0,
  "largest_registers": "positive_count (8), positive_num (6), state_cur (2)",
  "p_r_area_growth_vs_syn_pct": 21.44,
  "clock_insertion_delay_worst_skew_ps": 250,
  "htree_levels": 1,
  "post_synth_num_cell_types": 34,
  "worstReg2RegStart": "positive_num[0]$_SDFFE_PN1N_",
  "fp.coreArea_um2": 8134,
  "hpwl_mm": 1.632,
  "cts_inserted_buffers": 3,
  "core.rowCount": 33,
  "top_area_frac": 0.2976,
  "crit_chain": "nor3_2 -> nor3b_2 -> nor2_1 -> ha_1 -> nand2_1 -> or4_4 -> a2111oi_4 -> mux2i_1",
  "final-setup-viol-count": 0,
  "timing.critical_path.fanout_max": 3,
  "detail_route.antenna_diodes": 0,
  "grt_overflow_total": 0,
  "floorplan.core_util": 0.1406,
  "hold_buffers": 0,
  "vdd_ir_drop_max_uv": 159.0,
  "critical_path.reg2reg.endpoint": "state_cur[1]$_SDFFE_PN0P_",
  "chip_area_um2": 12320,
  "synth.ff_latch_count": 17,
  "grt_pass1_wl_mm": 3.870,
  "cts_repair_resize_count": 0,
  "layout.cells.most_common_list": "ha_1 (18), dfxtp_1 (17), nand2_1 (16), nor2_1 (15), inv_1 (13)",
  "dp.cells": 243,
  "p_leak_uw": 0.0005469,
  "last_weighted_congestion_value_of_the_routability_driven_placer": 0.7915,
  "routed_via_density": 3.474,
  "detailedRoute.firstPassIterationCount": 4,
  "clock_tree.root_cell": "clkbuf_8",
  "hold_viol": 0,
  "unrepaired_setup_endpoints_after_global_routing": "false",
  "grtUsageTotal": 0.03603,
  "postSynthAreaPerCell_um2": 8.534,
  "endpoint_kind": "flip-flop",
  "drt-wirelength-per-cell_um": 8.478,
  "register_area_um2": 340.3,
  "post_synth_main_area_contributors": "dfxtp_1 (30%), ha_1 (20%), xnor2_1 (5.4%)",
  "remaining_drc_errors": 0,
  "slew_headroom": 0.6177,
  "tritoncts": "built",
  "element_type_at_the_critical_path_start": "flip-flop",
  "fp.dieH_um": 111,
  "drive_above_1_share": 0.04930,
  "min_delay_path_depth": 2,
  "synth_top_cell_by_area": "dfxtp_1",
  "port-buffer-count": 7,
  "setup.worst_path.class": "reg -> reg",
  "mux_area_frac": 0.03501,
  "stdcell_count": 247,
  "cts_setup_buffers": 0,
  "yosys.area_share.simple": 0.2144,
  "largest_reg_flops": 8,
  "worst_path_max_delay_cell": "or4_4",
  "fillers": 895,
  "worst_max_slew_pin_slew_ps": 572.1,
  "placed_area_um2": 1334,
  "min_to": "pulse_reg$_SDFFE_PN0P_",
  "floorplan.die.width_um": 111,
  "pwr_density_cell_nw_per_um2": 649.7,
  "drv.max_cap_violation_count": 0,
  "cell_count_listed_in_synth_stat_txt": 134,
  "fmax_mhz": 390.1,
  "largest_incremental_delay_on_the_critical_path_ps": 550,
  "dominant_kind_of_combinational_cell": "simple AND/OR/NAND/NOR gates",
  "holdCritPathClass": "reg -> reg",
  "synth.cell_area_um2": 1144,
  "combinational_area_um2": 753.2,
  "antenna_violations_before_repair": 0,
  "clock-skew-final_ps": 4.337,
  "post-route-min-period_ps": 2564,
  "run_status": "finished clean",
  "yosys.area_share.xor_xnor": 0.07659,
  "post_synth_fa_ha_maj_area_fraction": 0.1969,
  "yosys_warnings": 1,
  "cp_required_ps": 3080
}
==> per-layer routing <==
layer	part of all wire	up-vias	GRT usage	wire length [um]
li1	-	477	-	-
met1	0.55	367	0.05124	1160
met2	0.38	12	0.05110	802
met3	0.050	2	0.01423	104
met4	0.012	0	0.004340	25
met5	0	-	0	0
==> final cells by class <==
cell class	instances	area share
multi-input combinational	101	0.5423
sequential	17	0.2450
tap	105	0.09459
timing repair buffer	7	0.05045
inverter	13	0.03514
clock buffer	4	0.03243
==> worst max-delay path by stage <==
stage	slack, ps	start	endpoint
4_1_cts	150	positive_num[2]$_SDFFE_PN1N_	state_cur[1]$_SDFFE_PN0P_
5_1_grt	100	positive_num[0]$_SDFFE_PN1N_	state_cur[0]$_SDFFE_PN0P_
6_report	340	positive_num[0]$_SDFFE_PN1N_	state_cur[1]$_SDFFE_PN0P_
==> kinds of logic after synthesis <==
group | Yosys count
AND/OR/NAND/NOR | 51
multiplexers | 4
flip-flops | 17
adder cells (fa/ha/maj) | 18
buffers and inverters | 16
AND-OR/OR-AND | 18
XOR/XNOR | 10
==> worst max-delay path, delay by kind of cell, from the launching register on <==
kind | cells | cell delay [ps]
compound gates | 1 | 490
mux | 1 | 230
simple gates | 5 | 1180
fa+ha+maj | 1 | 290
flops | 1 | 320
==> cells in the mapped netlist <==
master / number
inv_1: 13
nor4_1: 2
a2111oi_4: 1
o21a_1: 1
nor3_1: 2
xor2_1: 3
nand4b_1: 1
o22ai_1: 1
dfxtp_1: 17
nor3b_1: 1
xnor2_1: 7
o211ai_1: 3
o21ai_0: 3
ha_1: 18
a21oi_1: 1
o221ai_1: 1
a31oi_1: 2
mux2i_1: 4
or4_1: 1
nand2b_1: 3
a2111oi_1: 1
clkbuf_1: 3
nand3_1: 3
nand2_1: 16
o21ai_1: 1
or4_4: 1
and3_1: 1
and2_1: 1
nor2_1: 15
o311ai_0: 1
a2111oi_0: 1
a21boi_0: 1
nor2b_1: 1
nand4_1: 3
==> through the flow <==
stage	util	total power (uW)	worst slack (ps)
after CTS	0.1695	908.9	145.5
after global routing	0.1707	999.8	103.4
after floorplan	-	637.9	390.1
after detailed placement	0.1640	731.1	202.1
final	0.1707	902.3	336.2
after global placement	0.1640	726.4	197.3
==> power breakdown <==
group	total (uW)	internal (uW)	switching (uW)
Combinational	386	189	198
Clock	175	97.4	77.7
Sequential	341	287	53.5
Power is estimated from default activity; no workload was simulated.
